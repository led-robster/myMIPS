$ cat ./constraint.sdc
current_design alu

set clk_period 13.1
set clk_io_pct 0.2

create_clock -name clk0 -period $clk_period

set non_clock_inputs [all_inputs -no_clocks]
set_input_delay [expr $clk_period * $clk_io_pct] -clock clk0 $non_clock_inputs
set_output_delay [expr $clk_period * $clk_io_pct] -clock clk0 [all_outputs]
$ cat ./design.v
module alu (
    input[15:0] OP1,
    input[15:0] OP2,
    input[2:0] cmd,
    output reg[15:0] RES,
    output reg eq_bit,
    output ovF
);
reg[15:0] cl_A, cl_B;
wire[15:0] cl_C;
reg cl_Ci;
wire signed[15:0] s_op1, s_op2;
assign s_op1 = OP1;
assign s_op2 = OP2;
carry_lookahead CL (.A(cl_A), .B(cl_B), .Ci(cl_Ci), .C(cl_C), .ovF(ovF));
always @(*) begin
    cl_A = 16'd0;
    eq_bit <= 1'b0;
    if (cmd==3'b000) begin
        cl_A = OP1;
        cl_B = OP2;
        cl_Ci = 1'b0;
        RES = cl_C;
    end else if (cmd==3'b001) begin
        cl_A = OP1;
        cl_B = ~OP2;
        cl_Ci = 1'b1;
        RES = cl_C;
    end else if (cmd==3'b010) begin
        RES = OP1 << OP2;
    end else if (cmd==3'b011) begin
        if (s_op1<s_op2) begin
            RES = 16'd1;
        end else begin
            RES = 16'd0;
        end
    end else if (cmd==3'b100) begin
        RES = OP1 >> OP2;
    end else if (cmd==3'b101) begin
        RES = OP1 & OP2;
    end else if (cmd==3'b110) begin
        RES = OP1 | OP2;
    end else if (cmd==3'b111) begin
        if (OP1==OP2) begin
            RES = 16'd1;
            eq_bit <= 1'b1;
        end else begin
            RES = 16'd0;
            eq_bit <= 1'b0;
        end
    end
end
endmodule
module carry_lookahead (
    input[15:0] A,
    input[15:0] B,
    input Ci,
    output[15:0] C,
    output reg ovF
);
wire [3:0] carry;  
wire [3:0] Gg, Pg;
wire GG, PG;
small_lookahead u1(.A(A[3:0]), .B(B[3:0]), .Ci(Ci), .S(C[3:0]), .Gg(Gg[0]), .Pg(Pg[0]));
small_lookahead u2(.A(A[7:4]), .B(B[7:4]), .Ci(carry[0]), .S(C[7:4]), .Gg(Gg[1]), .Pg(Pg[1]));
small_lookahead u3(.A(A[11:8]), .B(B[11:8]), .Ci(carry[1]), .S(C[11:8]), .Gg(Gg[2]), .Pg(Pg[2]));
small_lookahead u4(.A(A[15:12]), .B(B[15:12]), .Ci(carry[2]), .S(C[15:12]), .Gg(Gg[3]), .Pg(Pg[3]));
assign GG = Gg[3] | Pg[3]&Gg[2] | Pg[3]&Pg[2]&Gg[1] | Pg[3]&Pg[2]&Pg[1]&Gg[0];
assign PG = Pg[3]&Pg[2]&Pg[1]&Pg[0];
assign carry[0] = Gg[0] | Pg[0]&Ci;
assign carry[1] = Gg[1] | Pg[1]&Gg[0] | Pg[1]&Pg[0]&Ci;
assign carry[2] = Gg[2] | Pg[2]&Gg[1] | Pg[2]&Pg[1]&Gg[0] | Pg[2]&Pg[1]&Pg[0]&Ci;
assign carry[3] = GG | PG&Ci;
always @(*) begin
    if (A[15]==B[15]) begin
        if (carry[3]!=C[15]) begin
            ovF = 1'b1;
        end else begin
            ovF = 1'b0;
        end
    end else begin
        ovF = 1'b0;
    end
end
endmodule
module partial_FA (
    input A,
    input B,
    input C,
    output S,
    output G,P
);
assign G = A & B;
assign P = A ^ B;
assign S = A ^ B ^ C;
endmodule
module small_lookahead (
    input[3:0] A,
    input[3:0] B,
    input Ci,
    output[3:0] S,
    output Gg, Pg
);
wire [3:0] P, G;
wire [3:1] C;
partial_FA pfa1(.A(A[0]), .B(B[0]), .C(Ci), .S(S[0]), .G(G[0]), .P(P[0]));
partial_FA pfa2(.A(A[1]), .B(B[1]), .C(C[1]), .S(S[1]), .G(G[1]), .P(P[1]));
partial_FA pfa3(.A(A[2]), .B(B[2]), .C(C[2]), .S(S[2]), .G(G[2]), .P(P[2]));
partial_FA pfa4(.A(A[3]), .B(B[3]), .C(C[3]), .S(S[3]), .G(G[3]), .P(P[3]));
assign C[1] = G[0] | P[0]&Ci;
assign C[2] = G[1] | P[1]&C[1];
assign C[3] = G[2] | P[2]&C[2];
assign Gg = G[3] | P[3]&G[2] | P[3]&P[2]&G[1] | P[3]&P[2]&P[1]&G[0];
assign Pg = P[3]&P[2]&P[1]&P[0]; 
endmodule
$ cat ./run.sh
#!/bin/bash
# OpenROAD 26Q1-2900-gdf79404cd8, Yosys 0.63+post, stock flow scripts
make -C /OpenROAD-flow-scripts/flow DESIGN_CONFIG=/design/flow/config.mk WORK_HOME=/design/flow/orfs finish
$ cat ./config.mk
export PLATFORM = sky130hd
export DESIGN_NAME = alu
export DESIGN_NICKNAME = alu
export VERILOG_FILES = /design/flow/design.v
export SDC_FILE = /design/flow/constraint.sdc
export NUM_CORES = 4
export LEC_CHECK = 1
export CORE_UTILIZATION = 30
==> results.toml <==
# physical design summary
[sta]
relSlewSlack_pct = 56.56
setup_viol = 0
layout_setup_ws_ns = 2.755
untimed_endpoints = 33
tightest_slew_ns = 0.6509
fin_crit_sh_pct = 78.97
fmax_mhz = 96.66
min_period_ns = 10.35
rsz0062_at_grt = "false"
unclocked_regs = 33
finalSetupTns_ns = 0
hold_violations = 0
slew_violations = 0

[place]
port_buffers = 53
dp.cells = 739
post-place-ws_ns = 2.734
routabilityCongestion = 0.9512
hpwl_microns = 10500

[layout]
final-instance-count-excl-fill = 739
area.sequential_sq_um = 495.5
combGateArea_sq_um = 3531
area_delta_synth_final_pct = 15.97
fillerInstances = 1403
lay_top_count = "ha_1"
drive_gt1_share_pct = 8.945
layout_top_cells = "ha_1 (61), inv_1 (58), clkdlybuf4s50_1 (51)"

[floorplanning]
fp.dieH_microns = 122.7
initCoreUtil_pct = 31.12
floorplan.core_area_sq_um = 14040
chipArea_sq_um = 15060
ios = 53
num_rows = 43
chipWidth_microns = 122.7

[cts]
post-cts-setup-buffer-count = 0
holdBufCountCts = 0
cts_resized = 0

[run]
maxCapViolCount = 0
warnings = 64

[drt]
num_vias = 3998
wirelength_microns = 13410
drt-initial-drc-count = 363
drt-vias-per-instance = 5.410
wire_per_inst_microns = 18.14
diodes = 0
first_pass_iters = 5
drc = 0
ant_nets = 0

[synth]
ys_types = 64
avgSynthCellArea_sq_um = 8.470
ys.flops = 33
yosys_warnings = 2
ys_cells = 516
flop_cell = "dlxtn_1"
synth_cells = 516
edf_count = 0
ys_area_sq_um = 4370
async_flop_share_pct = 0
synth_area_sq_um = 4370

[worst_setup_path]
cp_cell_sequence = "clkdlybuf4s50_1 -> buf_4 -> or2_1 -> nor2_1 -> ha_1 -> a21o_1 -> a21oi_1 -> o211ai_1 -> a31oi_1 -> o21a_1 -> fa_1 -> fa_1 -> fa_1 -> xor2_1 -> o22ai_1 -> a21o_1 -> dlxtn_1 -> clkdlybuf4s50_1"
critPathKind = "in2out"
cp.required_ns = 10.48
path_common_cell = "fa_1"
critPathSlowestCell = "or2_1"
crit_buf_inv = 3
end_kind = "output port"
critical_path_peak_fanout = 27
arrival_ns = 7.73
start_kind = "input port"
critical-path-top-delay-family = "adder cells"
cp_slowest_stage_delay_ns = 0.51

[global_route]
grt_first_pass_wirelength_microns = 21490
antenna_found_initial = 0
grt_overflow = 0
grt_max_degree = 42
grt.total_usage_pct = 19.21
first_global_vias = 3945

[pwr]
powerDensity_nw_per_um2 = 32.09
power_frac_comb_pct = 91.2
p_int_mw = 0.07968
p_leak_nw = 2.177
p_sw_mw = 0.08298
vdd_drop_max_mv = 0.01468
clkPwrFrac_pct = 0
switching_share_pct = 51.01
p_seq_share_pct = 8.8

[worst_hold_path]
hold_class = "in2out"

[outcome]
status = "completed"
power groups by stage:
stage | Combinational (mW) | Clock [mW] | Sequential, mW
5_1_grt | 0.164 | 0 | 0.0151
6_report | 0.148 | 0 | 0.0143
4_1_cts | 0.148 | 0 | 0.0144
tightest hold or removal path, cell delays in order:
cell and delay, ns:
clkdlybuf4s50_1 0.40, buf_4 0.23, nand2_1 0.12, nor3_1 0.07, clkdlybuf4s50_1 0.40
sequential cells by signal, indices dropped and copies added (netlist names):
register	flops
RES	16
cl_B	16
cl_Ci	1
Yosys cell counts, drive strengths merged (2+ instances only):
library cell	number	area (sq um)
a2111oi	2	17.52
a21o	4	30.03
a21oi	14	70.07
a31oi	6	37.54
a41oi	2	17.52
and3	2	17.52
buf	15	96.34
clkbuf	18	67.56
dlxtn	33	495.5
fa	12	240.2
ha	61	763.2
inv	63	236.5
mux2	2	22.52
mux2i	16	160.2
mux4	29	660.6
nand2	31	116.4
nand2b	3	18.77
nand3	7	40.04
nand3b	2	15.01
nand4	4	25.02
nor2	46	175.2
nor2b	19	118.9
nor3	6	30.03
nor3b	2	15.01
nor4	9	68.81
o211ai	7	52.55
o21a	4	30.03
o21ai	19	98.85
o221ai	6	52.55
o22a	2	17.52
o22ai	17	106.4
o31ai	4	30.03
o32a	7	70.07
o32ai	3	26.28
or3	2	12.51
xnor2	17	148.9
xor2	4	35.03
final cells by class:
type	count	area share [%]
flip-flops and latches	33	9.775
repair buffers	61	11.45
inverters	63	4.666
multi-input cells	402	69.66
well taps	180	4.443
cells by family after synthesis:
group,count (synthesis),share of synthesized area [%]
latches,33,11.34
simple gates,138,15.89
fa+ha+maj,73,22.96
buf+inv,96,9.161
xor+xnor,21,4.208
compound gates,107,17.06
other cells,1,0.08580
mux,47,19.30
final timing paths:
kind                    from       to  slack [ns]  cells past startpoint
worst max-delay path  cmd[1]  RES[15]        2.75                     18
worst min-delay path  cmd[1]   eq_bit        6.47                      5
layer usage:
layer | track usage [%] | routed length [microns] | vias to the layer above
met2 | 31.18 | 6346 | 180
met3 | 2.135 | 831 | 22
met1 | 27.73 | 5857 | 1870
met4 | 4.649 | 372 | 0
li1 | - | - | 1926
met5 | 0 | 0 | -
through the flow:
stage	cell area [sq um]	hold slack [ns]	util, %	total power, mW
CTS	5069	6.469	36.10	0.1629
detailed placement	5069	6.466	36.10	0.1619
finish	5069	6.472	36.10	0.1627
global route	5069	6.508	36.10	0.1792
floorplan	4427	5.349	-	0.1063
global placement	5069	6.466	36.10	0.1614
Power is estimated from default activity; no workload was simulated.
