--- config.mk ---
export PLATFORM = sky130hd
export DESIGN_NAME = regfile
export DESIGN_NICKNAME = regfile
export VERILOG_FILES = /design/flow/design.v
export SDC_FILE = /design/flow/constraint.sdc
export NUM_CORES = 4
export LEC_CHECK = 1
export CORE_UTILIZATION = 30
--- constraint.sdc ---
current_design regfile

set clk_period 21.4
set clk_io_pct 0.2

create_clock -name clk0 -period $clk_period [get_ports {clk}]

set non_clock_inputs [all_inputs -no_clocks]
set_input_delay [expr $clk_period * $clk_io_pct] -clock clk0 $non_clock_inputs
set_output_delay [expr $clk_period * $clk_io_pct] -clock clk0 [all_outputs]
--- design.v ---
module regfile #(
    parameter AWIDTH = 8
) (
    input clk,
    input clear,
    input[AWIDTH-1:0] addr_rs,
    input req_rs,
    input[AWIDTH-1:0] addr_rt,
    input req_rt,
    input[AWIDTH-1:0] addr_rd,
    input req_rd,
    input[15:0] wdata,
    output reg[15:0] rs, 
    output reg[15:0] rt,
    output[15:0] reg_zero
);
reg[15:0] REG_BANK [0:(1<<AWIDTH)-1];
integer i_loop = 0;
assign reg_zero = REG_BANK[0];
reg[AWIDTH-1:0] addr_rd_int, addr_rs_int, addr_rt_int;
always @(addr_rd, addr_rs, addr_rt) begin
    case (addr_rd[2:0])
      3'b000  : addr_rd_int <= 0;
      default : addr_rd_int <= addr_rd; 
    endcase
    case (addr_rs[2:0])
      3'b000  : addr_rs_int <= 0;
      default : addr_rs_int <= addr_rs; 
    endcase
    case (addr_rt[2:0])
      3'b000  : addr_rt_int <= 0;
      default : addr_rt_int <= addr_rt; 
    endcase
end
always @(negedge clk) begin
    if (req_rd==1'b1) begin
        REG_BANK[addr_rd_int] <= wdata;
    end
    if (clear==1'b1) begin
        for (i_loop=0 ;i_loop<(1<<AWIDTH) ;i_loop=i_loop+1 ) begin
            REG_BANK[i_loop] <= {16{1'b0}};
        end
    end
end
always @(posedge clk) begin
    if (req_rs==1'b1) begin
        if (addr_rs_int==0) begin
            rs <= 0;
        end else begin
            rs <= REG_BANK[addr_rs_int];            
        end
    end
    if (req_rt==1'b1) begin
        if (addr_rt_int==0) begin
            rt <= 0;
        end else begin
            rt <= REG_BANK[addr_rt_int];
        end
    end
end
endmodule
--- run.sh ---
#!/bin/bash
# OpenROAD 26Q1-2900-gdf79404cd8, Yosys 0.63+post, stock flow scripts
make -C /OpenROAD-flow-scripts/flow DESIGN_CONFIG=/design/flow/config.mk WORK_HOME=/design/flow/orfs finish
==> impl_metrics.ini <==
; generated from flow reports
[synth]
syn_area_mm2 = 0.206
synthCells = 22437
synth_warnings = 1
synth_area_leader_cell = dfxtp_1
ys_top_cells_by_count = nand2_1, dfxtp_1, a21oi_1
most_common_cell = nand2_1
yosys_cells = 22437
edf_count = 32
avgSynthCellArea_um2 = 9.16
top_area_frac = 0.399
flop_cell = dfxtp_1
async_flop_share = 0
ys_area_mm2 = 0.206
synth_seq_share = 0.404
yosysUniqueCellTypes = 76
synth_flops = 4128
top_cells_by_area = dfxtp_1, mux4_2, nand2_1

[drt]
vias = 202161
drtPass1Iterations = 10
wl_per_cell_um = 28.9
drtIter0Drc = 22005
routed_via_density = 5.67
ant_nets = 0
drc = 0
totalWireLength_um = 1030000

[sta]
slew_headroom = -0.107
fin_setup_tns_ns = 0
slew_violations = 4
tightest_slew_ns = 1.61
rsz0062_at_grt = false
fin_skew_ns = 0.186
finalWorstSetupSlack_ns = 2.86
setup_viol_count_final = 0
hold_violations = 0

[global_routing]
grt_max_degree = 170
gr-usage-all-layers = 0.303
antenna_found_initial = 149
grt_pass1_wl_um = 1430000
grt_pass1_vias = 200049
grt_overflow = 0

[setup_path]
path_class = primary input to flop
rr_worst_depth = 5
crit_path_max_fanout = 14
crit_required_ns = 11.66
cp.arrival_ns = 8.80
critPathCaptureType = flop
cp-start-kind = primary input

[clock_tree]
hold_buffers = 0
clkTransAtPathRegs_ns = 0.04
cts_tree = yes
cts_max_level = 5
ctsResizeCount = 0
post-cts-setup-buffers = 0
clock_latency_ns = 1.16
numCtsBuffers = 450
cts.path.max_buffers = 4
cts_num_sinks = 4128
root_buffer = clkbuf_16

[final_layout]
instances_no_fill = 35657
seqCellArea_mm2 = 0.0830
area_growth_pct = 21.3
fill_cells = 65961
drive_gt1_frac = 0.160
multiInputGateArea_mm2 = 0.114

[job]
drv_cap = 2
warnings = 1131

[floorplanning]
die_h_um = 830
coreArea_mm2 = 0.682
die_w_um = 830
ios = 93
design.die.area_mm2 = 0.689
initial_core_util = 0.302
row_count = 303

[placed_design]
numPortBuffers = 92
place.gp.congestion = 1.08
place_ws_ns = 2.15
placed_cells = 30519
hpwl_um = 654000

[status]
status = finished, violations left
violations = capacitance limit, slew limit

[min_path]
hp-class = flop to flop
hold-path-cell-count = 2

[power]
total_power_mw = 21.0
ir_drop_mv = 0.0951
leakagePower_nw = 95.5
powerDensity_mw_per_mm2 = 84.0
## cells by family (layout without fill, tap and decap cells)
kind of cell,Yosys count,after routing,synth area share
muxes,2492,2492,0.257
buffers and inverters,2120,6126,0.0464
and+or+nand+nor,9416,9416,0.182
AOI/OAI and AO/OA,4281,4281,0.111
other,0,217,0
DFF,4128,4128,0.404
## worst max-delay path, stage by stage
cell             delay [ns]
clkdlybuf4s50_1        0.85
nor3_1                 0.31
nor3_1                 0.29
buf_4                  0.19
nand3_1                0.92
nor2_1                 1.30
buf_4                  0.37
nand2_1                0.09
a21oi_1                0.16
## area by class of cell
type | instances | area share
multi-input combinational | 16189 | 0.455
sequential | 4128 | 0.333
clock inverter | 4451 | 0.0792
clock buffer | 471 | 0.0464
tap | 8997 | 0.0451
timing repair buffer | 1185 | 0.0388
antenna | 217 | 0.00218
inverter | 19 | 0.000316
## layout by cell type, fill, tap and decap left out, drive strengths merged, types with 27 or more instances in the layout
master,Yosys,routed
clkbuf,1488,471
bufinv,0,87
clkdlybuf4s50,0,60
a31oi,56,56
clkinvlp,0,104
and3,30,30
nand4,37,37
nand2,8107,8107
a221oi,34,34
nand3,199,199
inv,19,4242
o22ai,40,40
buf,612,1125
mux2i,231,231
a211oi,60,60
nor2,368,368
a21oi,3719,3719
a22oi,47,47
diode,0,217
nor3,54,54
and2,27,27
dfxtp,4096,4096
o221ai,27,27
mux2,36,36
mux4,2225,2225
nor2b,528,528
edfxtp,32,32
o21ai,88,88
clkinv,1,37
## routing by layer
metal / up-vias / global-route usage / wire length, µm
li1: 86248 / - / -
met1: 97137 / 0.314 / 324000
met2: 14687 / 0.391 / 414000
met3: 3937 / 0.236 / 187000
met4: 152 / 0.249 / 99700
met5: - / 0.0845 / 6200
## final timing paths
| path | startpoint | end | slack (ns) |
|---|---|---|---|
| max reg2reg | REG_BANK[167][15] | rt[15] | 6.40 |
| min reg2reg | REG_BANK[146][1] | REG_BANK[146][1] | 0.46 |
| max | addr_rd[0] | REG_BANK[205][10] | 2.86 |
| min | REG_BANK[146][1] | REG_BANK[146][1] | 0.46 |
## registers in the layout, summed over array words and instances, names as in the netlist
name,cells
REG_BANK,4096
rs,16
rt,16
## power breakdown
group          internal [mW]  switching, mW  leakage [nW]
Clock                   6.00           5.61          29.6
Combinational          0.349           1.20          32.5
Sequential              7.78         0.0135          33.3
Total                   14.1           6.83          95.5
## stage by stage
step / area [µm²] / utilization / hold slack, ns
floorplan: 206000 / - / 0.433
global placement: 217000 / 0.319 / 0.448
detailed placement: 217000 / 0.319 / 0.453
CTS: 249000 / 0.365 / 0.460
global route: 249000 / 0.365 / 0.468
finish: 249000 / 0.366 / 0.456
No activity file was given, so power comes from the tool's default toggle rates.
