### ./config.mk
export PLATFORM = sky130hd
export DESIGN_NAME = regfile_v2
export DESIGN_NICKNAME = regfile_v2
export VERILOG_FILES = /design/flow/design.v
export SDC_FILE = /design/flow/constraint.sdc
export NUM_CORES = 4
export LEC_CHECK = 1
export CORE_UTILIZATION = 50
### ./constraint.sdc
current_design regfile_v2

set clk_period 37.7
set clk_io_pct 0.2

create_clock -name clk0 -period $clk_period [get_ports {clk}]

set non_clock_inputs [all_inputs -no_clocks]
set_input_delay [expr $clk_period * $clk_io_pct] -clock clk0 $non_clock_inputs
set_output_delay [expr $clk_period * $clk_io_pct] -clock clk0 [all_outputs]
### ./design.v
module regfile_v2 #(
    parameter AWIDTH = 8
) (
    input                   clk,
    input                   clear,
    input  [AWIDTH-1:0]     addr_rs,
    input  [AWIDTH-1:0]     addr_rt,
    input  [AWIDTH-1:0]     addr_rd,
    input                   req_rs,
    input                   req_rt,
    input                   req_rd,
    input  [15:0]           wdata,
    output [15:0]           rs,
    output [15:0]           rt,
    output  [15:0]          reg_zero
);
    reg [15:0] REG_BANK [0:(1<<AWIDTH)-1];
    assign reg_zero = REG_BANK[0];
    reg[AWIDTH-1:0] addr_rd_int, addr_rs_int, addr_rt_int;
    always @(addr_rd, addr_rs, addr_rt) begin
        case (addr_rd[2:0])
        3'b000  : addr_rd_int <= 0;
        default : addr_rd_int <= addr_rd; 
        endcase
        case (addr_rs[2:0])
        3'b000  : addr_rs_int <= 0;
        default : addr_rs_int <= addr_rs; 
        endcase
        case (addr_rt[2:0])
        3'b000  : addr_rt_int <= 0;
        default : addr_rt_int <= addr_rt; 
        endcase
    end
    integer i_loop = 0;
    always @(posedge clk) begin
        if (clear) begin
            for (i_loop = 0; i_loop < (1<<AWIDTH); i_loop=i_loop+1) begin
                REG_BANK[i_loop] <= 16'b0;
            end
        end else if (req_rd) begin
            REG_BANK[addr_rd] <= wdata;
        end
    end
    assign rs = (req_rs == 0) ? 16'bx :
                (addr_rs_int == 0) ? 16'b0 :
                (req_rd && addr_rd_int == addr_rs_int) ? wdata :
                REG_BANK[addr_rs_int];
    assign rt = (req_rt == 0) ? 16'bx :
                (addr_rt_int == 0) ? 16'b0 :
                (req_rd && addr_rd_int == addr_rt_int) ? wdata :
                REG_BANK[addr_rt_int];
endmodule
### ./run.sh
#!/bin/bash
# OpenROAD 26Q1-2900-gdf79404cd8, Yosys 0.63+post, stock flow scripts
make -C /OpenROAD-flow-scripts/flow DESIGN_CONFIG=/design/flow/config.mk WORK_HOME=/design/flow/orfs finish
==> results_dict.tcl <==
# flow metrics
set metrics [dict create \
    wl_mm 958 \
    worst_setup_path_end_kind "output port" \
    crit_type "input port to output port" \
    hold_path_startpoint "wdata[0]" \
    core_area_sq_mm 0.441 \
    utilization_pct 55.5 \
    common_cells "and2_1, edfxtp_1, mux4_2, clkbuf_1, nand2_1" \
    grt.overflow.total 0 \
    drv_slew 2 \
    largest_reg_flops 4085 \
    cp_num_buf_inv 9 \
    intPower_mw 8.30 \
    biggestRegsByFlops "REG_BANK (4085)" \
    post_drt_wl_per_cell_um 44.9 \
    critPathMaxStageDelay_ns 0.93 \
    placementRows 244 \
    synth_warnings 1 \
    setup_tns_ns 0 \
    worst_hold_path_type "input port to flop" \
    grt_pass1_wl_mm 1290 \
    fillers 33600 \
    ys_cells 15000 \
    chipArea_sq_mm 0.446 \
    place_congestion 1.09 \
    p_switching_mw 3.12 \
    flop_cell "edfxtp_1" \
    die_width_um 668 \
    max_cap_violations 1 \
    critPathLaunch "addr_rt[0]" \
    viasPerCell 6.77 \
    numCtsBuffers 451 \
    power_leakage_nw 83.9 \
    synthCells 15000 \
    cts_setup_buffers 0 \
    ant_nets 0 \
    slowest_stage "a31oi_1" \
    min_period_ns 23.15 \
    grt_pass1_vias 153000 \
    numPortBuffers 90 \
    worst_ir_drop_vdd_mv 0.0434 \
    drt-initial-drc-count 11700 \
    syn_area_sq_mm 0.222 \
    cts.sinks 4085 \
    dp.final_hpwl_mm 640 \
    grt_max_degree 107 \
    h-tree-depth 5 \
    edf_count 4085 \
    ios 93 \
    fp_util_pct 50.2 \
    drive_gt1_share_pct 26.2 \
    p_sw_share_pct 27.3 \
    area_delta_synth_final_pct 10.6 \
    required_ns 30.16 \
    seqPwrFrac_pct 46.6 \
    ys_area_sq_mm 0.222 \
    synth.avg_cell_area_sq_um 14.8 \
    post-synth-top-area-cell "edfxtp_1" \
    tightest_slew_ns 1.52 \
    path_cells "buf_16 -> buf_4 -> buf_4 -> buf_4 -> buf_4 -> buf_4 -> buf_4 -> mux2i_1 -> a221oi_1 -> o21ai_0 -> a31oi_1 -> o22ai_1 -> o41ai_1 -> buf_4 -> nor3_1 -> nor2_1 -> clkdlybuf4s50_1" \
    regMostFlops "REG_BANK" \
    power_frac_comb_pct 14.7 \
    finalClockPeriodUsage_pct 61.4 \
    drt_pre_antenna_iters 22 \
    cts_tree "yes" \
    die_h_um 668 \
    fmax_mhz 43.2 \
    ys_ff 4085 \
    num_vias 144000 \
    ys_async_sr_fraction_pct 0 \
    ys_seq_share_pct 55.4 \
    crit_path_frequent_cell "buf_4" \
    post-route-drc-count 0 \
    path_clk_slew_ns 0.06 \
    antenna_found_initial 153 \
    top_cell "and2_1" \
    hold_viol_final 0 \
    power_density_mw_per_mm2 46.6 \
    cts-root-buf "clkbuf_16" \
    path_max_fanout 42 \
    violations "max-capacitance violations, max-slew violations" \
    synthDistinctLibCells 82 \
    setup_viol 0 \
    rsz0062_at_grt "false" \
    yosys.area.top_type_share_pct 55.4 \
    yosys-top-cells-area "edfxtp_1, mux4_2, and2_1, clkbuf_1, mux2i_1" \
    clkPwrFrac_pct 38.7 \
    clockBufferDepth 4 \
    postCtsHoldBufs 0 \
    crit_family "buffers and inverters" \
    critPathLaunchType "input port" \
    warning_count 39 \
    status "complete, but fails checks" \
    grtUsageTotal_pct 48.2 \
    cts_resized 0 \
    maxSlewHeadroom_pct -2.05 \
    critPathArrivalTime_ns 15.61 \
]
layout by cell type, fill, tap and decap left out, drive strengths merged, types with 63 or more instances in the layout:
master | netlist | routed
nor2 | 456 | 456
a21oi | 219 | 219
or2 | 259 | 259
edfxtp | 4085 | 4085
a211oi | 103 | 103
nand2 | 623 | 623
and2 | 4110 | 4110
nand3 | 147 | 147
buf | 572 | 904
clkinv | 4 | 187
diode | 0 | 192
clkdlybuf4s50 | 0 | 63
clkbuf | 982 | 560
o21ai | 161 | 161
mux4 | 2089 | 2089
a31oi | 96 | 96
mux2i | 337 | 337
o211ai | 70 | 70
o22ai | 90 | 90
per-stage QoR:
step	cells	setup WS [ns]	area, sq um	hold slack, ns	power [mW]
2_1_floorplan	15000	20.25	222000	7.85	6.21
3_3_place_gp	20300	14.95	230000	8.05	6.99
3_5_place_dp	20300	14.98	230000	8.05	7.01
4_1_cts	21100	14.96	244000	6.96	11.4
5_1_grt	21200	14.56	245000	7.01	11.6
6_report	21300	14.55	245000	7.01	11.4
final timing paths:
path              depth (start not counted)                              to  slack [ns]
hold / removal                            2  REG_BANK[202][0]$_SDFFCE_PN0P_        7.01
setup / recovery                         17                           rt[5]       14.55
kinds of logic (layout without fill, tap and decap cells):
family	Yosys count	after routing	synth area share (%)
AND/OR/NAND/NOR	5842	5842	15.2
flip-flops	4085	4085	55.4
multiplexers	2483	2483	23.0
buffers and inverters	1571	1796	3.27
AND-OR/OR-AND	1023	1023	3.10
XOR/XNOR	10	10	0.0395
other	0	192	0
power groups by stage:
| stage | clock network, mW | logic [mW] | registers [mW] |
|---|---|---|---|
| 4_1_cts | 4.43 | 1.60 | 5.33 |
| 5_1_grt | 4.59 | 1.67 | 5.36 |
| 6_report | 4.42 | 1.68 | 5.33 |
per-layer routing:
metal	up-vias	wire length, um	track usage (%)
li1	57300	-	-
met3	2618	191000	40.3
met5	-	6260	17.4
met4	159	78500	30.2
met2	12300	412000	62.2
met1	71900	270000	52.7
area by class of cell:
type / count / area [sq um] / share of cell area (%)
antenna: 192 / 480 / 0.196
timing repair buffer: 971 / 7900 / 3.22
clock buffer: 556 / 11800 / 4.81
tap: 5904 / 7390 / 3.02
inverter: 17 / 95.1 / 0.0388
sequential: 4085 / 123000 / 50.1
clock inverter: 252 / 2650 / 1.08
multi-input combinational: 9358 / 92000 / 37.6
Power figures rest on the tool's default switching activity, not on a simulated workload.
